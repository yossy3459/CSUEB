$ cat /design/flow/run.sh
#!/bin/bash
# OpenROAD 26Q1-2900-gdf79404cd8, Yosys 0.63+post, stock flow scripts
make -C /OpenROAD-flow-scripts/flow DESIGN_CONFIG=/design/flow/config.mk WORK_HOME=/design/flow/orfs finish
$ cat /design/flow/config.mk
export PLATFORM = sky130hd
export DESIGN_NAME = timingManager
export DESIGN_NICKNAME = timingManager
export VERILOG_FILES = /design/flow/design.v
export SDC_FILE = /design/flow/constraint.sdc
export NUM_CORES = 4
export LEC_CHECK = 1
export CORE_AREA = 10 10 82 82
export DIE_AREA = 0 0 92 92
$ cat /design/flow/constraint.sdc
current_design timingManager

set clk_period 4.4
set clk_io_pct 0.2

create_clock -name clk0 -period $clk_period [get_ports {Clk}]

set non_clock_inputs [all_inputs -no_clocks]
set_input_delay [expr $clk_period * $clk_io_pct] -clock clk0 $non_clock_inputs
set_output_delay [expr $clk_period * $clk_io_pct] -clock clk0 [all_outputs]
$ cat /design/flow/design.v
`timescale 1ns / 1ps
module timingManager(
    input Clk,
    input Rst,
    input [2:0] Fr,
    output CS,
    output WR,
    output AB,
    output PD,
    output LDAC,
    output CLR,
    output dbClock
    );
    reg [2:0] clockCount;
    reg [12:0] frequencyCount;
    reg dbClock;
    reg CS;
    reg WR;
    reg AB;
    wire PD;
    reg LDAC;
    reg CLR;
    assign PD = 1;
    wire [12:0] delayValue;
    assign delayValue  = ((2**5) * (2**Fr));
        always @(posedge Clk or negedge Rst) begin
            if (!Rst) begin
                clockCount <= 0;
                frequencyCount <= 0;
                dbClock <= 1;
                LDAC <= 0;
                AB <= 0;
                CS <= 0;
                CLR <= 1;
            end
            else begin
                frequencyCount <= frequencyCount + 1;
                if ( frequencyCount == delayValue ) begin
                    clockCount <= clockCount + 1;
                    frequencyCount <= 0;
                end
                if ( clockCount == 0 ) begin
                    WR <= 0;
                end
                if ( clockCount == 1 ) begin
                    dbClock <= 0;
                end
                if ( clockCount == 2 ) begin
                    WR <= 1;  
                end
                if ( clockCount == 3 ) begin
                    dbClock <= 1;
                end
            end
        end
endmodule
==> run_results.csv <==
group,metric,value,unit
job,drv_cap,0,
clocking,ctsLongestPathBuffers,2,
placed_design,dpl.hpwl,1.42,mm
synth,ys_sh_adder,0.0780,
drt,vias,777,
timing,tns,0,ns
clocking,cts-root-buf,"clkbuf_8",
synth,syn-cell-area,0.00112,mm²
timing,fin_crit,2.80,ns
timing,rsz0062_at_grt,"no",
drt,routed_wl,1.94,mm
synth,yosys_register_bits,18,
synth,ys_sh_xor,0.101,
synth,top_cell_area_share,0.357,
synth,area_leaders,"dfrtp_1 36%, ha_1 7.8%, xnor2_1 5.5%",
drt,drtAntennaViolNets,0,
synth,synth-cells-yosys,116,
synth,synth-compound-area-share,0.113,
worst_setup_path,crit_arrival,2.94,ns
worst_setup_path,crit_path_start,"Fr[1]",
timing,finalMaxSlewViolations,0,
die,fp-utilization,0.221,
worst_setup_path,ff2ff_path_depth,8,
timing,clock_skew,0.00515,ns
die,rows,26,
clocking,postCtsSetupRepairBufs,0,
worst_setup_path,endpoint,"clockCount[1]$_DFFE_PN0N_",
final_layout,drive_above_1_share,0.0738,
placed_design,port_buffers,6,
timing,setup_viol,0,
drt,antenna_cells_inserted,0,
clocking,cts_resized,0,
power,power_density,473,mW/mm²
power,irDropWorstVdd,136,µV
final_layout,design_area,0.00129,mm²
synth,ys_types,37,
clocking,h-tree-depth,1,
timing,period_used_share,0.636,
placed_design,globalplace.congestion,0.812,
global_route,grt_pass1_wl,3.43,mm
worst_setup_path,reg2reg_from,"frequencyCount[0]$_DFF_PN0_",
final_layout,lay_top_count,"dfrtp_1",
power,p_leak,0.541,nW
timing,finalHoldViolations,0,
drt,drtIter0Drc,28,
synth,topCombFamilyByArea,"simple AND/OR/NAND/NOR gates",
synth,postSynth.asyncResetShare,0.944,
synth,ys_sh_simple,0.196,
run_status,status,"completed",
die,die-area,0.00846,mm²
final_layout,area_delta_synth_final,15.4,%
final_layout,filler_cell_count,559,
job,warnings,29,
drt,drc,0,
synth,largest_area_cell,"dfrtp_1",
global_route,antenna_found_initial,0,
worst_setup_path,timing_worst_setup_path_type,"input pin to flip-flop",
worst_setup_path,required,4.54,ns
worst_setup_path,critPathLaunchType,"input pin",
placed_design,dpl_cell_area,0.00124,mm²
synth,syn-instance-count,116,
clocking,numClockSinks,18,
drt,avgViaCountPerCell,4.05,
drt,dr.pass1.iters,4,
worst_setup_path,worstReg2RegEnd,"clockCount[1]$_DFFE_PN0N_",
drt,wl_per_cell,10.1,µm
synth,synth_area_per_cell,9.68,µm²
synth,synth_seq_share,0.407,
die,io_pins,12,
die,die_w,92,µm
clocking,holdBufCountCts,0,
die,core_area,0.00507,mm²
synth,ff_type,"dfrtp_1",
power,p_total,0.612,mW
global_route,gr-total-overflow,0,
final_layout,final_cell_mix,"16 x dfrtp_1, 15 x nor2_1, 8 x nand3_1",
timing,hold-worst-slack,0.488,ns
clocking,clkTransAtPathRegs,0.07,ns
worst_setup_path,endpoint_kind,"flip-flop",
clocking,clk_latency,0.25,ns
synth,yosysWarnings,1,
global_route,grtUsageTotal,0.0469,
global_route,grt_max_degree,19,
synth,yosys_area,0.00112,mm²
die,die_h,92,µm
clocking,cts_tree,"yes",
worst_setup_path,regToRegSetupSlack,2.10,ns
clocking,cts-buffers-inserted,3,
min_path,hold_class,"flip-flop to flip-flop",
synth,edf_count,1,
worst_setup_path,cp_max_fo,14,
global_route,grt_pass1_vias,760,
timing,max_freq,0.357,GHz
synth,mux_area_frac,0.0279,
[per-layer routing]
layer,vias up,track usage,part of all wire
met2,14,0.0724,0.43
met4,0,0.0154,0.023
met5,-,0,0
li1,393,-,-
met3,6,0.0107,0.034
met1,364,0.0639,0.51
[flip-flops by register name (all words and copies together), names as in the netlist]
signal,count
WR,1
clockCount,3
dbClock,1
frequencyCount,13
[Yosys cell counts (2+ instances only)]
master and n:
dfrtp_1 16, mux2i_1 2, conb_1 2, clkbuf_1 3, nor3_1 2, nand2_1 6
nor2_1 15, xnor2_1 7, inv_1 6, and2b_1 2, ha_1 7, buf_4 6
nand3_1 8, nand4_1 2, xor2_1 6, a21oi_1 4, and3_1 2
[worst min-delay path by stage]
stage / to / from / cells after the start
4_1_cts: frequencyCount[4]$_DFF_PN0_ / frequencyCount[4]$_DFF_PN0_ / 1
5_1_grt: frequencyCount[4]$_DFF_PN0_ / frequencyCount[4]$_DFF_PN0_ / 1
6_report: frequencyCount[4]$_DFF_PN0_ / frequencyCount[4]$_DFF_PN0_ / 1
[cell families (layout without fill, tap and decap cells)]
kind of cell | count (synthesis) | in the layout
buffers and inverters | 15 | 18
adder cells (fa/ha/maj) | 7 | 7
AND-OR/OR-AND | 14 | 14
XOR/XNOR | 13 | 13
other | 2 | 5
flip-flops | 18 | 18
AND/OR/NAND/NOR | 44 | 44
multiplexers | 3 | 3
[per-stage QoR]
stage / util / std cells / worst slack [ns]
detailed placement: 0.244 / 188 / 1.34
global placement: 0.244 / 188 / 1.35
CTS: 0.255 / 192 / 1.60
finish: 0.255 / 192 / 1.60
floorplan: - / 119 / 2.02
global route: 0.255 / 192 / 1.38
[area by class of cell]
type | count | area [µm²] | share of cell area
clock buffers | 4 | 55.1 | 0.0425
flip-flops and latches | 18 | 457 | 0.353
well taps | 70 | 87.6 | 0.0676
inverters | 6 | 22.5 | 0.0174
repair buffers | 8 | 75.1 | 0.0580
multi-input cells | 86 | 598 | 0.462
[critical path, cell delays in order]
cell,delay (ns)
clkdlybuf4s50_1,0.51
or2_1,0.29
a21oi_1,0.16
a21oi_1,0.06
o22a_1,0.21
a2111oi_4,0.26
buf_4,0.24
mux2_1,0.33
[report_power, final]
| part | total [mW] | switching, mW | internal [mW] |
|---|---|---|---|
| registers | 0.311 | 0.0877 | 0.223 |
| clock network | 0.132 | 0.0529 | 0.0794 |
| logic | 0.169 | 0.0793 | 0.0898 |
Power is estimated from default activity; no workload was simulated.
