==> ./design.v <==
module horizontalCounter(
    input       Clk,
    input       vgaRst,
    output [9:0] horizontalCount,
	output      out,
	output      hColorClock,
	output [9:0] hColorCount,
	output      vgaClock
);
    reg       out;
	reg[2:0]  horizontalClock;
    reg[9:0]  horizontalCount;
    reg  hColorClock;
    reg[9:0]  hColorCount; 
    reg vgaClock;
	always @(negedge Clk or negedge vgaRst) begin
		if (!vgaRst)	begin
			out <= 1;
			horizontalClock <= 0;
			horizontalCount <= 0;
			hColorClock <= 1;
			hColorCount <= 0;
			vgaClock <= 0;
		end
		else begin
			horizontalClock <= horizontalClock + 1;
	       if ( horizontalClock == 1 ) begin
	           vgaClock <= ~vgaClock;
	       end
		  if ( horizontalClock == 3 ) begin
			 horizontalClock <= 0;
			 vgaClock <= ~vgaClock;
			 horizontalCount <= horizontalCount + 1;
		  end
		  if ( horizontalCount == 640 ) begin
		      hColorClock <= 0;
		  end
		  if ( horizontalCount == 656 ) begin
		     out <= 0;
		  end
		  if ( horizontalCount == 752 ) begin
		     out <= 1;
		  end
		  if ( horizontalCount == 800 ) begin
		     horizontalCount <= 0;
		     hColorClock <= 1;
		  end
		end
	end
endmodule
==> ./run.sh <==
#!/bin/bash
# OpenROAD 26Q1-2900-gdf79404cd8, Yosys 0.63+post, stock flow scripts
make -C /OpenROAD-flow-scripts/flow DESIGN_CONFIG=/design/flow/config.mk WORK_HOME=/design/flow/orfs finish
==> ./config.mk <==
export PLATFORM = sky130hd
export DESIGN_NAME = horizontalCounter
export DESIGN_NICKNAME = horizontalCounter
export VERILOG_FILES = /design/flow/design.v
export SDC_FILE = /design/flow/constraint.sdc
export NUM_CORES = 4
export LEC_CHECK = 1
export CORE_AREA = 10 10 96 96
export DIE_AREA = 0 0 106 106
==> ./constraint.sdc <==
current_design horizontalCounter

set clk_period 3.0
set clk_io_pct 0.2

create_clock -name clk0 -period $clk_period [get_ports {Clk}]

set non_clock_inputs [all_inputs -no_clocks]
set_input_delay [expr $clk_period * $clk_io_pct] -clock clk0 $non_clock_inputs
set_output_delay [expr $clk_period * $clk_io_pct] -clock clk0 [all_outputs]
==> impl_metrics.ini <==
; synthesis and place-and-route metrics
[routing]
ant_nets = 0
dr_total_vias = 653
top_layer = met4
wl_per_cell_um = 8.49
wl_met3_um = 212
drt-met1-wl_um = 923
wl_met2_um = 719
antenna_cells = 0
via_per_inst = 2.97
drt_iter0_markers = 19
wirelength_um = 1870
drc_errors = 0
first_pass_iters = 4

[power]
peakVddDrop_mv = 0.117
powerDensity_nw_per_um2 = 342
power_uw = 437
p_leak_nw = 0.603

[setup_path]
cp.buffers_inverters = 1
required_ps = 2400
start_kind = flip-flop
worstPathArrival_ps = 2410
cp_top_family = flip-flops
path_cells = buf_2
slowest_stage = dfstp_2
crit_path_max_incr_delay_ps = 510
path_class = reg2out
cp_max_fo = 2
cp-end-kind = output pin

[clock_tree]
h-tree-depth = 1
cts_hold_buf = 0
cts_tree = built
path_clk_slew_ps = 40
cts_buffers = 3
clock_latency_ps = 310
clock_path_buffers = 2
cts_root_buffer = clkbuf_8
cts_sinks = 16

[timing]
setup_viol = 2
rsz0062_at_grt = yes
setup_ws_ps = -5.00
finClkSkew_ps = 46.5
max_slew_margin_pct = 66.7
worst_pin_slew_ps = 499
slew_viol_final = 0
hold_violations = 0
whs_ps = 397

[grt]
grt_pass1_wl_um = 3070
grt-ovfl-total = 0
antenna_found_initial = 0
grt.total_usage_pct = 3.28
grt_max_degree = 12
grt_pass1_vias = 642

[status]
status = finished with violations
violations = setup timing

[job]
warning_count = 30
maxCapViolCount = 0

[floorplanning]
core_util_floorplan_pct = 12.1
die_y_um = 106
coreArea_um2 = 7210
die_area_um2 = 11200
die_w_um = 106
row_count = 31
ios = 25

[synth]
synthCells = 86
synth_flops = 16
netlist_area_um2 = 873
ys_cells = 86
yosysChipArea_um2 = 873
yosys.stat.seqShare_pct = 46.1
ys_types = 26
synth_area_per_cell_um2 = 10.2
yosysWarnings = 1

[finish]
syn_to_final_growth_pct = 46.3
drive_gt1_share_pct = 28.1

[placed_design]
gp_congestion = 0.818
dp.final_hpwl_um = 1490
numPortBuffers = 14

[min_path]
hold_path.class = reg2reg
[final cells by class]
class	count	area (µm²)
multi-input cells	63	407
well taps	99	124
inverters	2	7.51
repair buffers	34	270
clock inverters	3	25.0
fillers	809	5940
flip-flops and latches	16	403
clock buffers	3	41.3
[flip-flops by register name (all words and copies together) (netlist names)]
signal	flops
hColorClock	1
horizontalClock	3
horizontalCount	10
out	1
vgaClock	1
[placed cells by master, fill, tap and decap left out, types with 3 or more instances in the layout]
| master | netlist | layout |
|---|---|---|
| xor2_1 | 4 | 4 |
| conb_1 | 1 | 10 |
| buf_4 | 10 | 19 |
| ha_1 | 3 | 3 |
| clkbuf_2 | 0 | 4 |
| nand2_1 | 5 | 5 |
| xnor2_1 | 6 | 6 |
| clkdlybuf4s15_1 | 0 | 5 |
| nand3_1 | 6 | 6 |
| nor2_1 | 8 | 8 |
| o21ai_0 | 3 | 3 |
| inv_1 | 3 | 4 |
| dfrtn_1 | 14 | 14 |
| clkbuf_8 | 0 | 3 |
| nor2b_1 | 4 | 4 |
[final timing paths]
check / from / endpoint / slack [ps] / depth (start not counted)
max: hColorClock$_DFFE_NN1P_ / hColorClock / -5 / 1
min: horizontalClock[0]$_DFF_NN0_ / horizontalClock[0]$_DFF_NN0_ / 400 / 1
max reg2reg: horizontalCount[0]$_DFFE_NN0P_ / horizontalCount[2]$_DFFE_NN0P_ / 960 / 8
min reg2reg: horizontalClock[0]$_DFF_NN0_ / horizontalClock[0]$_DFF_NN0_ / 400 / 1
max in group asynchronous: vgaRst / horizontalClock[0]$_DFF_NN0_ / 610 / 2
min in group asynchronous: vgaRst / horizontalCount[4]$_DFFE_NN0P_ / 2000 / 1
[cells in the mapped netlist, drive strengths merged]
library cell,instances,share of area [%]
inv,3,1.3
dfstp,2,6.0
nand3,6,3.4
dfrtn,14,40
o21ai,4,2.3
nand2,5,2.1
xor2,4,4.0
nor2,8,3.4
nor2b,4,2.9
nand4,2,1.4
nand2b,1,0.72
ha,3,4.3
nand4bb,1,3.2
mux2i,2,2.3
and3,1,0.72
xnor2,6,6.0
buf,10,8.6
and2,1,0.72
nand3b,1,0.86
conb,1,0.43
or4,2,2.1
and4b,1,1.1
a21oi,1,0.57
clkbuf,3,1.3
[cells by family (layout without fill, tap and decap cells)]
| group | Yosys count | in the layout | synth area share (%) |
|---|---|---|---|
| AND/OR/NAND/NOR | 33 | 33 | 22.8 |
| adder cells (fa/ha/maj) | 3 | 3 | 4.30 |
| flip-flops | 16 | 16 | 46.1 |
| multiplexers | 2 | 2 | 2.29 |
| AND-OR/OR-AND | 5 | 5 | 2.86 |
| buffers and inverters | 16 | 42 | 11.2 |
| XOR/XNOR | 10 | 10 | 10.0 |
| other | 1 | 10 | 0.429 |
[repair_timing]
| item | 4_1_cts | 5_1_grt |
|---|---|---|
| pin swaps | 0 | 0 |
| buffers inserted | 2 | 4 |
| endpoints found under the setup margin | 13 | 11 |
| resized | 22 | 8 |
[stage by stage]
step	worst slack (ps)	area, µm²	setup TNS, ps	cells	utilization (%)
after floorplan	403	907	0	95	-
after global placement	-65.3	1200	-129	209	16.7
after detailed placement	-70.1	1200	-135	209	16.7
after CTS	-18.1	1260	-27.0	216	17.5
after global routing	-46.4	1280	-79.0	220	17.7
final	-5.00	1280	-8.13	220	17.7
[report_power, final]
group | internal, mW | leakage [nW] | switching, mW
Combinational | 0.00368 | 0.351 | 0.00507
Sequential | 0.217 | 0.206 | 0
Clock | 0.137 | 0.0450 | 0.0732
Total | 0.358 | 0.603 | 0.0783
[layer usage]
metal  GRT usage (%)  vias to the layer above
met3            2.20                        2
met4           0.290                        0
met5               0                        -
met2            4.11                       23
li1                -                      333
met1            4.67                      295
Power figures rest on the tool's default switching activity, not on a simulated workload.
